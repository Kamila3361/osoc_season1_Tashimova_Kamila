**/design/flow/constraint.sdc**
```tcl
current_design controlunit

set clk_period 1.4
set clk_io_pct 0.2

create_clock -name clk0 -period $clk_period [get_ports {clk}]

set non_clock_inputs [all_inputs -no_clocks]
set_input_delay [expr $clk_period * $clk_io_pct] -clock clk0 $non_clock_inputs
set_output_delay [expr $clk_period * $clk_io_pct] -clock clk0 [all_outputs]
```
**/design/flow/run.sh**
```bash
#!/bin/bash
# OpenROAD 26Q1-2900-gdf79404cd8, Yosys 0.63+post, stock flow scripts
make -C /OpenROAD-flow-scripts/flow DESIGN_CONFIG=/design/flow/config.mk WORK_HOME=/design/flow/orfs finish
```
**/design/flow/config.mk**
```make
export PLATFORM = sky130hd
export DESIGN_NAME = controlunit
export DESIGN_NICKNAME = controlunit
export VERILOG_FILES = /design/flow/design.v
export SDC_FILE = /design/flow/constraint.sdc
export NUM_CORES = 4
export LEC_CHECK = 1
export CORE_AREA = 10 10 70 70
export DIE_AREA = 0 0 80 80
```
**/design/flow/design.v**
```verilog
module controlunit (
    input  reg [15:0]  inst,
    input wire clk,
    input wire reset,
    output reg [2:0] sel,
    output reg [2:0] mux_sel,
    output reg [7:0] reg_enable,
    output reg S_enable,
    output reg C_enable,
    output reg inst_enable,
    output reg done
);
reg [2:0] present_state = 0;  
reg [2:0] next_state = 0;     
always @(*) begin
    case(present_state)
        0: next_state = 1;
        1: next_state = 2;
        2: next_state = 3;
        3: next_state = 0;
        default: next_state = 0;  
    endcase
    if(reset) begin 
        next_state = 0;
    end
end
always @(posedge clk) begin 
    if(reset) begin 
        present_state <= 0;
    end else begin 
        present_state <= next_state;
    end
end
always @(*) begin 
    sel = 3'b000;            
    mux_sel = 3'b000;
    reg_enable = 8'b0;
    S_enable = 0;
    C_enable = 0;
    done = 0;
    inst_enable = 0;
    if(!reset) begin
        case(present_state)
            0: begin 
                sel = inst[4:2];
                mux_sel = inst[15:13];
                S_enable = 1;
                inst_enable = 1;
            end
            1: begin
                sel = inst[4:2];
                mux_sel = inst[15:13];
                S_enable = 1;
            end
            2: begin
                sel = inst[4:2];
                mux_sel = inst[12:10];
                C_enable = 1;
            end             
            3: begin
                sel = inst[4:2];
                mux_sel = inst[12:10]; 
                reg_enable[inst[15:13]] = 1;  
                done = 1;
            end
        endcase
    end
end
endmodule
```
==> impl_results.html <==
<p>Metrics extracted from the flow reports.</p>
<table>
<tr><th>Metric</th><th>Value</th></tr>
<tr><th colspan="2">STA</th></tr>
<tr><td>Max-slew violation count</td><td>0</td></tr>
<tr><td>Final Hold Vio Count</td><td>0</td></tr>
<tr><td>Slew at the pin with the worst max-slew slack</td><td>347 ps</td></tr>
<tr><td>Fin crit share</td><td>124%</td></tr>
<tr><td>Unrepaired setup endpoints after global routing</td><td>true</td></tr>
<tr><td>Total setup violations reported at the end of the flow</td><td>18</td></tr>
<tr><td>Worst rel slew slack</td><td>76.8%</td></tr>
<tr><td>Final setup skew</td><td>2.41 ps</td></tr>
<tr><td>Post-layout minimum cycle time</td><td>1730 ps</td></tr>
<tr><td>Worst Slack Setup Final</td><td>-332 ps</td></tr>
<tr><td>Setup Total Neg Slack</td><td>-3570 ps</td></tr>
<tr><td>Worst hold slack</td><td>706 ps</td></tr>
<tr><td>FMAX</td><td>0.577 GHz</td></tr>
<tr><th colspan="2">Logic synthesis</th></tr>
<tr><td>Post-synth EDFFs</td><td>0</td></tr>
<tr><td>Most instantiated cells after synthesis</td><td>ha_1, inv_1, nor3_1, nor4_1</td></tr>
<tr><td>Synthesized area divided by synthesized cell count</td><td>8.67 um^2</td></tr>
<tr><td>Gate count after technology mapping</td><td>45</td></tr>
<tr><td>Area leader share</td><td>25.6%</td></tr>
<tr><td>Yosys Chip Area</td><td>390 um^2</td></tr>
<tr><td>Most frequently used cell type in the post-synthesis netlist</td><td>ha_1</td></tr>
<tr><td>Share of flip-flops with an asynchronous set or reset</td><td>0%</td></tr>
<tr><td>Cell area after synthesis</td><td>390 um^2</td></tr>
<tr><td>Cell accounting for the most synthesized area</td><td>ha_1</td></tr>
<tr><td>Post-synthesis sequential area ratio</td><td>10.3%</td></tr>
<tr><td>YS warnings</td><td>1</td></tr>
<tr><td>Flops after synth</td><td>2</td></tr>
<tr><td>Number of cells in Yosys stat</td><td>45</td></tr>
<tr><td>Cell variety after synth</td><td>18</td></tr>
<tr><td>Top post-synthesis cells by area</td><td>ha_1, dfxtp_1, inv_1, a22o_1, and2b_2</td></tr>
<tr><td>Most instantiated flip-flop cell in the synthesis netlist</td><td>dfxtp_1</td></tr>
<tr><th colspan="2">Critical path</th></tr>
<tr><td>Critical R2R Capture</td><td>present_state[0]</td></tr>
<tr><td>Cells on worst reg2reg path</td><td>5</td></tr>
<tr><td>Arrival time at the worst endpoint</td><td>1450 ps</td></tr>
<tr><td>Required time at the endpoint of the critical path</td><td>1120 ps</td></tr>
<tr><td>Worst setup startpoint</td><td>present_state[0]</td></tr>
<tr><td>Startpoint class of the critical path</td><td>register</td></tr>
<tr><td>Largest fanout of any net on the critical path</td><td>4</td></tr>
<tr><td>Crit path capture</td><td>sel[0]</td></tr>
<tr><td>Critical path endpoint category</td><td>output port</td></tr>
<tr><td>Critical R2R Launch</td><td>present_state[0]</td></tr>
<tr><td>Reg2Reg Setup Slack</td><td>200 ps</td></tr>
<tr><td>Class of the most critical setup path</td><td>register to output port</td></tr>
<tr><th colspan="2">Placement</th></tr>
<tr><td>Detailed placement HPWL</td><td>1200 um</td></tr>
<tr><td>Placer congestion estimate</td><td>0.667</td></tr>
<tr><td>IO Port Bufs</td><td>28</td></tr>
<tr><td>Number of placed instances with taps included</td><td>128</td></tr>
<tr><td>Setup slack at placement</td><td>-1060 ps</td></tr>
<tr><th colspan="2">Flow run</th></tr>
<tr><td>Number of warnings in the stage logs</td><td>40</td></tr>
<tr><td>Max-Cap Viols</td><td>0</td></tr>
<tr><th colspan="2">Pwr</th></tr>
<tr><td>Peak supply drop</td><td>0.311 mV</td></tr>
<tr><td>Leak pwr</td><td>0.487 nW</td></tr>
<tr><td>Power per cell area</td><td>1130 mW/mm^2</td></tr>
<tr><th colspan="2">GRT</th></tr>
<tr><td>Met3 track demand over resource</td><td>1.70%</td></tr>
<tr><td>Global-route usage over all layers</td><td>5.00%</td></tr>
<tr><td>Wire length of the first global-routing pass</td><td>2680 um</td></tr>
<tr><td>Initial antenna violation count</td><td>0</td></tr>
<tr><td>Via count of the first global-routing pass</td><td>555</td></tr>
<tr><td>Final global-route overflow total</td><td>0</td></tr>
<tr><td>Routing usage on met2</td><td>8.83%</td></tr>
<tr><td>Met1 GRT Util</td><td>5.97%</td></tr>
<tr><td>Pin count of the biggest net entering global routing</td><td>7</td></tr>
<tr><td>Busiest metal layer after global routing</td><td>met2</td></tr>
<tr><th colspan="2">Route</th></tr>
<tr><td>WL final</td><td>1670 um</td></tr>
<tr><td>Post-detailed-route count of antenna-violating nets</td><td>0</td></tr>
<tr><td>Total number of vias</td><td>517</td></tr>
<tr><td>DRT iter0 DRCs</td><td>10</td></tr>
<tr><td># DRC</td><td>0</td></tr>
<tr><td>DRT Pass-1 Iters</td><td>2</td></tr>
<tr><td>DR WL/cell</td><td>11.6 um</td></tr>
<tr><td>Ant. Diodes</td><td>0</td></tr>
<tr><td>Detail-routed via count per cell</td><td>3.62</td></tr>
<tr><th colspan="2">Finish</th></tr>
<tr><td>Largest registers</td><td>present_state x2</td></tr>
<tr><td>Register Area</td><td>47.5 um^2</td></tr>
<tr><td>Area growth, synth to finish</td><td>170%</td></tr>
<tr><td>Fraction of final layout cells sized beyond drive strength 1</td><td>82.5%</td></tr>
<tr><td>Final Non-Filler Cells</td><td>143</td></tr>
<tr><td>Count of filler cells inserted in the layout</td><td>356</td></tr>
<tr><td>Register with the highest flop count</td><td>present_state</td></tr>
<tr><td>Max reg flops</td><td>2</td></tr>
<tr><td>Combinational gate area</td><td>509 um^2</td></tr>
<tr><th colspan="2">Floorplanning</th></tr>
<tr><td>Core Footprint</td><td>0.00342 mm^2</td></tr>
<tr><td>Area enclosed by the die boundary</td><td>0.00640 mm^2</td></tr>
<tr><td>Chip Width</td><td>80 um</td></tr>
<tr><td>Starting Density</td><td>11.4%</td></tr>
<tr><td>Y dimension of the die</td><td>80 um</td></tr>
<tr><td>Number of placement rows</td><td>21</td></tr>
<tr><td>Number of primary I/O pins</td><td>36</td></tr>
<tr><th colspan="2">CTS</th></tr>
<tr><td>CTS tree</td><td>built</td></tr>
<tr><td>Number of sinks handled by clock tree synthesis</td><td>2</td></tr>
<tr><td>Clock buffer count from CTS</td><td>3</td></tr>
<tr><td>H-tree levels</td><td>1</td></tr>
<tr><td>CTS Hold Buffers Added</td><td>0</td></tr>
<tr><td>Library cell used as clock root buffer</td><td>clkbuf_4</td></tr>
<tr><td>Maximum clock path buffer count</td><td>2</td></tr>
<tr><td>Source-to-sink clock delay at the later pin of the worst-skew pair</td><td>220 ps</td></tr>
<tr><td>Post-CTS clock slew at the launch and capture registers of the worst setup and hold paths</td><td>30 ps</td></tr>
<tr><th colspan="2">Min path</th></tr>
<tr><td>Class of the tightest hold or removal check</td><td>register to register</td></tr>
<tr><th colspan="2">Status</th></tr>
<tr><td>Failing checks</td><td>negative setup slack</td></tr>
<tr><td>Run status</td><td>finished with violations</td></tr>
</table>
==> timing repair <==
action / 4_1_cts / 5_1_grt
buffers inserted: 9 / 4
pin swaps: 19 / 3
gates resized: 114 / 8
cloned: 0 / 0
endpoints found under the setup margin: 18 / 18
==> layout make-up <==
class / count / share of cell area [%]
Timing Repair Buffer: 50 / 36.3
Inverter: 7 / 3.21
Multi-Input combinational cell: 35 / 48.3
Tap cell: 46 / 5.46
Sequential cell: 2 / 4.51
Clock buffer: 3 / 2.14
==> worst min-delay path by stage <==
stage | startpoint | endpoint | cells past startpoint
CTS | reset | present_state[1] | 4
global route | present_state[1] | present_state[1] | 3
finish | present_state[0] | present_state[0] | 2
==> through the flow <==
step / util [%] / instance area, um^2 / power (mW)
after floorplan: - / 390 / 0.353
after detailed placement: 23.2 / 792 / 0.668
after global routing: 30.8 / 1050 / 1.29
after global placement: 23.2 / 792 / 0.653
after CTS: 29.2 / 998 / 1.09
final: 30.8 / 1050 / 1.20
==> report_power, final <==
group          switching (mW)  leakage [nW]  internal (mW)
clock network          0.0303        0.0138         0.0943
registers              0.0647        0.0178          0.104
logic                   0.345         0.455          0.557
==> critical path: stages, from the launching register on <==
cell and delay (ps):
dfxtp_4 390, inv_4 60, ha_4 170, nor4_4 230, buf_4 150, buf_6 90, nor3b_2 30, buf_2 110
==> layout by cell type, fill, tap and decap left out, types with 2 or more instances in the layout <==
| cell type | count |
|---|---|
| a22o_1 | 3 |
| and2b_2 | 3 |
| buf_2 | 18 |
| buf_4 | 14 |
| buf_6 | 10 |
| clkbuf_4 | 3 |
| clkdlybuf4s50_1 | 6 |
| dfxtp_4 | 2 |
| ha_1 | 3 |
| ha_4 | 5 |
| inv_1 | 2 |
| inv_2 | 2 |
| inv_4 | 3 |
| nor3_2 | 3 |
| nor3b_2 | 3 |
| nor4_4 | 3 |
| o21ba_4 | 2 |
==> kinds of logic after synthesis <==
| family | after synthesis | share of synthesized area (%) |
|---|---|---|
| and+or+nand+nor | 19 | 35.6 |
| buffers and inverters | 8 | 9.62 |
| xor gates and xnor gates | 2 | 4.49 |
| adders and majority gates | 8 | 25.6 |
| DFF | 2 | 10.3 |
| AOI/OAI and AO/OA | 6 | 14.4 |
==> layer usage <==
metal | routed length [um] | up-vias
met5 | 0 | -
met4 | 0 | 0
met3 | 105 | 0
met2 | 846 | 11
met1 | 714 | 244
li1 | - | 262
Power and IR drop assume default switching activity.

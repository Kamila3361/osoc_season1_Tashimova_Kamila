==> ./design.v <==
module Arithmetic (
        input  wire        carry_in,
        input  wire [15:0] in_a,
        input  wire [15:0] in_b,
        input  wire [2:0]  select,
        output reg         carry_out,
        output wire        compare,
        output reg  [15:0] alu_out
);
always @(*) begin
       case(select)
               3'd0: begin
                       alu_out = 1;
                       carry_out = 0;
               end
               3'd1: begin
                       alu_out = in_a + (~16'b1) + ({15'b0, ~carry_in});
                       carry_out = (in_a > 16'b1) ? 1'b0 : 1'b1;
               end
               3'd2: begin
                       {carry_out, alu_out} = in_a + in_b + ({16'b0, carry_in});
               end
               3'd3: begin
                       alu_out = in_a + (~in_b) + ({15'b0, ~carry_in});
                       carry_out = (in_a > (in_b + ({15'b0, carry_in}))) ? 1'b0 : 1'b1;
               end
               3'd4: begin
                       alu_out = (in_a * in_b) + (~16'b1 + 1'b1);
                       carry_out = ((in_a * in_b) > 16'b1) ? 1'b0 : 1'b1;
               end
               3'd5: begin
                       alu_out = (in_a * ~in_b) + (~16'b1 + 1'b1);
                       carry_out = ((in_a * ~in_b) > 16'b1) ? 1'b0 : 1'b1;
               end
               3'd6: begin
                       {carry_out, alu_out} = in_a + in_a + ({16'b0, carry_in});
               end
               3'd7: begin
                       {carry_out, alu_out} = in_a + 1'b1 + ({16'b0, carry_in});
               end
               default: begin
                       alu_out = 0;
                       carry_out = 0;
               end
       endcase
end
assign compare = (in_a == in_b) ? 1'b1 : 1'b0;
endmodule
==> ./constraint.sdc <==
current_design Arithmetic

set clk_period 10.2
set clk_io_pct 0.2

create_clock -name clk0 -period $clk_period

set non_clock_inputs [all_inputs -no_clocks]
set_input_delay [expr $clk_period * $clk_io_pct] -clock clk0 $non_clock_inputs
set_output_delay [expr $clk_period * $clk_io_pct] -clock clk0 [all_outputs]
==> ./config.mk <==
export PLATFORM = sky130hd
export DESIGN_NAME = Arithmetic
export DESIGN_NICKNAME = Arithmetic
export VERILOG_FILES = /design/flow/design.v
export SDC_FILE = /design/flow/constraint.sdc
export NUM_CORES = 4
export LEC_CHECK = 1
export CORE_UTILIZATION = 30
==> ./run.sh <==
#!/bin/bash
# OpenROAD 26Q1-2900-gdf79404cd8, Yosys 0.63+post, stock flow scripts
make -C /OpenROAD-flow-scripts/flow DESIGN_CONFIG=/design/flow/config.mk WORK_HOME=/design/flow/orfs finish
==> impl_metrics.toml <==
# physical design summary
[run_status]
outcome = "finished, violations left"
failed_checks = "setup timing"

[power_and_ir_drop]
power_leakage_uw = 0.00754
power.density_nw_per_um2 = 362
net_switching_power_uw = 2860
power_frac_comb = 1.000
p_int_uw = 2930
power_frac_seq = 0
switching_share = 0.494
clkPwrFrac = 0
peakVddDrop_v = 0.000369

[worst_setup_path]
crit_path_end = "carry_out"
crit_path_class = "primary input to output pin"
timing.critical_path.to_type = "output pin"
critical_path_arrival_ns = 8.17
worstPathRequired_ns = 8.16
worst-path-max-fanout = 5
setup.worst_path.start = "in_b[4]"
timing.critical_path.from_type = "primary input"

[drt]
detail_route.antenna_diodes = 0
routed_wl_mm = 44.4
via_count = 11610
drt_iter0_markers = 856
wl_per_cell_um = 19.3
route.detailed.vias_per_inst = 5.05
first_pass_iters = 5
antenna_left = 0
drc_errors = 0

[global_route]
aggregate_global_route_resource_usage = 0.226
grt_overflow = 0
grt_first_pass_wirelength_mm = 68.2
grt_start_max_net_pins = 49
grt_pass1_vias = 11755
grt_antenna_before_repair = 0

[yosys]
synth.lib_cells_used.distinct = 84
yosys_warnings = 1
ys_cells = 1540
mappedNetlistArea_um2 = 12000
avgSynthCellArea_um2 = 7.78
synth-area-yosys_um2 = 12000
synth-seq-area-share = 0
post_synth_inst_count = 1540

[run]
openroad.warnings = 51
max_cap_violations = 0

[final_timing]
grt_setup_unrepaired = "true"
drv_slew = 0
finalCritPeriodShare = 1.00
hold-worst-slack_ns = 4.97
period_needed_ns = 10.21
max_slew.worst_pin.slew_ns = 0.949
timing.max_slew.rel_slack = 0.368
hold_violation_count_in_the_final_report = 0
timing.final.setup_violations = 1
final.setup.worst_slack_ns = -0.00845
fmaxAchievable_ghz = 0.0980

[worst_hold_path]
hold_path.class = "primary input to output pin"

[layout]
nFlopsAndLatches = 0
syn_to_final_growth_pct = 33.2
ff_latch_area_um2 = 0
post_route_cells_drive_above_1_share = 0.255
clock_buffers = 0
final-comb-area_um2 = 11400
fillerInstances = 3742

[die]
core_area_um2 = 39000
initial_utilization = 0.307
io-pin-count = 54
chipHeight_um = 202
rows = 72
chip_area_um2 = 40700
chipWidth_um = 202

[place]
gpl.final_weighted_congestion = 1.00
place.detailed.hpwl_mm = 35.6
post-place-ws_ns = -0.689
port_buffers = 54
## area by class of cell
cell class,count,share of cell area
timing repair buffer,315,0.177
tap,518,0.0406
inverter,284,0.0678
multi-input combinational,1183,0.715
## layout by cell type, fill, tap and decap left out, drive strengths merged, types with 17 or more instances in the layout
cell type,instances
inv,276
buf,260
fa,164
ha,152
nand2,149
nor2,104
xnor2,91
nor2b,66
a21oi,56
o21ai,49
and2,47
nor3,29
xor2,28
clkdlybuf4s50,27
nand3,25
mux2i,17
## synth_stat cells, types with 17 or more instances
library cell / count / area [µm²]
inv_1: 273 / 1020
fa_1: 164 / 3280
ha_1: 152 / 1900
nand2_1: 149 / 559
nor2_1: 103 / 387
xnor2_1: 91 / 797
nor2b_1: 65 / 407
a21oi_1: 56 / 280
clkbuf_1: 52 / 195
and2_1: 47 / 294
o21ai_0: 40 / 200
xor2_1: 28 / 245
nor3_1: 27 / 135
nand3_1: 25 / 125
mux2i_1: 17 / 170
## cell families (layout without fill, tap and decap cells)
kind of cell / Yosys count / in the layout / share of synthesized area
adder cells (fa/ha/maj): 316 / 316 / 0.433
AND-OR/OR-AND: 231 / 231 / 0.132
multiplexers: 18 / 18 / 0.0161
buffers and inverters: 357 / 599 / 0.117
XOR/XNOR: 124 / 124 / 0.0964
AND/OR/NAND/NOR: 494 / 494 / 0.206
## power by group through the flow
stage / clock network [µW] / registers, µW / logic [µW]
CTS: 0 / 0 / 4980
global route: 0 / 0 / 6230
finish: 0 / 0 / 5780
## stage by stage
stage	instance area, µm²	power [µW]	instances	TNS, ns	util
floorplan	12000	2590	1540	0	-
global placement	14500	4230	2243	-3.86	0.373
detailed placement	14500	4230	2243	-3.84	0.373
CTS	15200	4980	2260	-0.650	0.389
global route	16000	6230	2300	-0.266	0.409
finish	16000	5780	2300	-0.00845	0.409
## worst min path at each step
stage	to	slack [ns]	depth (start not counted)	start
after global routing	alu_out[15]	5.04	5	select[0]
final	alu_out[15]	4.97	5	select[0]
after CTS	alu_out[15]	5.08	5	select[0]
## timing repair
action | in CTS | in global routing
setup buffers | 16 | 41
gates cloned | 1 | 1
gates resized | 115 | 147
hold buffers | 0 | 0
pin swaps | 69 | 79
endpoints found under the setup margin | 9 | 9
## layer usage
metal,up-vias,GRT usage,share of wire
met3,80,0.0666,0.10
met1,5579,0.316,0.41
met2,502,0.352,0.45
li1,5449,-,-
met5,-,0,0
met4,0,0.0487,0.036
## worst max-delay path: stages
cell and delay (ns):
clkbuf_2 0.09, buf_6 0.12, buf_12 0.13, buf_12 0.12, and2_4 0.15, fa_1 0.51, inv_2 0.04, fa_1 0.47
fa_2 0.49, fa_1 0.54, inv_2 0.04, fa_1 0.52, inv_2 0.04, fa_1 0.56, inv_2 0.06, ha_4 0.17
a21oi_4 0.22, nor2_4 0.04, a21oi_2 0.15, o311ai_4 0.13, xnor3_2 0.44, nor4_2 0.28, buf_4 0.16, a211oi_1 0.04
nand3_1 0.12, clkdlybuf4s50_1 0.48
Power and IR drop assume default switching activity.
